<file path="flow/run.sh">
#!/bin/bash
# OpenROAD 26Q1-2900-gdf79404cd8, Yosys 0.63+post, stock flow scripts
make -C /OpenROAD-flow-scripts/flow DESIGN_CONFIG=/design/flow/config.mk WORK_HOME=/design/flow/orfs finish
</file>
<file path="flow/config.mk">
export PLATFORM = sky130hd
export DESIGN_NAME = seq_detector_1010
export DESIGN_NICKNAME = seq_detector_1010
export VERILOG_FILES = /design/flow/design.v
export SDC_FILE = /design/flow/constraint.sdc
export NUM_CORES = 4
export LEC_CHECK = 1
export CORE_AREA = 10 10 70 70
export DIE_AREA = 0 0 80 80
</file>
<file path="flow/constraint.sdc">
current_design seq_detector_1010

set clk_period 1.2
set clk_io_pct 0.2

create_clock -name clk0 -period $clk_period [get_ports {clk}]

set non_clock_inputs [all_inputs -no_clocks]
set_input_delay [expr $clk_period * $clk_io_pct] -clock clk0 $non_clock_inputs
set_output_delay [expr $clk_period * $clk_io_pct] -clock clk0 [all_outputs]
</file>
<file path="flow/design.v">
module seq_detector_1010 (
    input clk,
    input reset,
    input in,
    output reg out
);
    parameter A = 2'b00;
    parameter B = 2'b01;
    parameter C = 2'b10;
    parameter D = 2'b11;
    reg [1:0] current_state, next_state;
    always @(posedge clk or posedge reset) begin
        if (reset)
            current_state <= A;
        else
            current_state <= next_state;
    end
    always @(*) begin
        case (current_state)
            A: begin
                if (in == 1) begin
                    next_state = B;
                    out = 0;
                end else begin
                    next_state = A;
                    out = 0;
                end
            end
            B: begin
                if (in == 1) begin
                    next_state = B;
                    out = 0;
                end else begin
                    next_state = C;
                    out = 0;
                end
            end
            C: begin
                if (in == 1) begin
                    next_state = D;
                    out = 0;
                end else begin
                    next_state = A;
                    out = 0;
                end
            end
            D: begin
                if (in == 1) begin
                    next_state = B;
                    out = 0;
                end else begin
                    next_state = A;
                    out = 1; 
                end
            end
            default: begin
                next_state = A;
                out = 0;
            end
        endcase
    end
endmodule
</file>
==> Slide: Implementation Results <==
Synthesis and Place & Route Summary

Status
  – Status: finished, final reports clean

Worst setup path
  – CP endpoint kind: output port
  – WP data required: 0.96 ns
  – Critical Path End: out
  – Crit-path max cell delay: 0.38 ns
  – Highest-delay cell along the critical path: dfrtp_1
  – Reg2reg end: current_state[2]$_DFF_PP0_
  – CP Max Fanout: 2
  – Worst setup SP type: flip-flop
  – Critical Path, Cell by Cell: nor2b_4 > clkbuf_2
  – CP startpoint: current_state[3]$_DFF_PP0_
  – Slack of the worst reg-to-reg path: 0.33 ns
  – Worst Setup Path Type: reg2out
  – Worst Reg-to-Reg Cells: 2
  – WP data arrival: 0.83 ns
  – R2r startpoint: current_state[3]$_DFF_PP0_

Place
  – Final Wtd Congestion: 0.559
  – Pre-CTS WS: -0.303 ns
  – I/O Buffers: 3
  – Placed cells: 62

Yosys
  – Yosys chip area: 141 um^2
  – Avg Inst Size Synth: 12.9 um^2
  – Ys flops: 4
  – Yosys Instances: 11
  – Synthesized area: 141 um^2
  – Seq/Total Area, Yosys: 71.7%
  – Yosys warning total: 1
  – Cell variety after synth: 8
  – Gate Count Post-Synth: 11

GRT
  – Largest net degree at the start of global routing: 5
  – Vias in the first global route: 158
  – Global route overflow: 0
  – Tot GR Track Use: 1.46%
  – Initial antenna violation count: 0
  – First-pass GRT wire length: 683 um

Power
  – Internal Power: 0.290 mW
  – Switch share: 21.0%
  – Pwr Total: 0.367 mW
  – Pwr/cell area: 1350 nW/um^2
  – Clk network pwr share: 50.1%
  – Net Sw Power: 0.0768 mW
  – Combinational share of power: 8.0%
  – Max VDD drop: 185 uV
  – Flop pwr share: 42.0%
  – Leakage Power: 0.109 nW

STA
  – Final setup vio count: 0
  – RSZ-0062 raised after global routing: false
  – Clock skew: 0.00737 ns
  – Minimum clock period: 1.07 ns
  – Sum Neg Setup Slack: 0 ns
  – Final slew viol count: 0
  – Relative slew slack: 86.6%
  – Final hold vios: 0
  – Cycle use final: 88.8%
  – Least-Margin Pin Slew: 0.200 ns
  – Max Freq: 938 MHz
  – Min setup slack post-route: 0.134 ns

Drt
  – Starting DRT DRC Count: 17
  – Antenna viol nets, final: 0
  – Residual DRC: 0
  – Average wire per standard cell: 5.76 um
  – Vias per inst: 1.73
  – Final wirelength: 380 um
  – Pre-antenna DRT Iters: 3
  – Total number of vias: 114
  – N_diodes: 0

Finish
  – Layout cells sized above 1: 40.0%
  – Largest regs: current_state (4)
  – Final Core Density: 7.95%
  – Most frequent cells in the layout: clkbuf_4, dfrtp_1, buf_4
  – Max FFs per register: 4
  – Area delta synth->final: 92.0%
  – Most flops, register: current_state
  – Fin cells: 66

Flow run
  – Max-cap violations: 0
  – Tool warnings: 25

Clock tree
  – Worst-skew pair later-pin latency: 0.24 ns
  – # Post-CTS Setup Buffers: 0
  – CTS root buf: clkbuf_4
  – Inserted Clock Buffers: 3
  – CTS tree: done
  – H-Tree Depth: 1
  – Clock slew at reported path FFs: 0.04 ns
  – CTS sink count: 4
  – Clk buf depth: 2

Floorplan
  – Rows: 21
  – Floorplan Utilization: 4.14%
  – Core Region: 3420 um^2
  – IO Count: 4
  – Die area: 6400 um^2
  – Die Y: 80 um
  – Die width: 80 um

Hold path
  – Worst Hold Class: in2async
## logic make-up after synthesis
kind of cell,Yosys count,share of synthesized area (%)
AND-OR/OR-AND,1,6.20
buffers and inverters,1,2.65
flip-flops,4,71.7
AND/OR/NAND/NOR,5,19.5
## Yosys cell counts
cell	count	area share, %
and2_1	1	4.4
nor3_1	1	3.5
o31a_1	1	6.2
nor2_1	1	2.7
dfrtp_1	3	53
nor2b_1	2	8.8
inv_1	1	2.7
dfstp_2	1	19
## final cells by class
type	count	area [um^2]
Clock buffer	4	26.3
Fill cell	408	3140
Inverter	1	3.75
Multi-Input combinational cell	6	43.8
Sequential cell	4	101
Tap cell	46	57.6
Timing Repair Buffer	5	38.8
## how the worst min path moves through the flow
stage                             to  slack, ns  cells after the start
5_1_grt   current_state[2]$_DFF_PP0_       0.18                      2
6_report  current_state[2]$_DFF_PP0_       0.18                      2
4_1_cts   current_state[2]$_DFF_PP0_       0.17                      2
## timing repair
action,CTS,global route
gates resized,3,3
hold buffers,0,0
setup endpoints to repair,1,1
## critical path: cells and delay by family (launching register included)
family	cells	cell delay (ns)
flops	1	0.38
simple gates	1	0.12
buf+inv	1	0.09
## through the flow
step | hold WS [ns] | cell area, um^2
after floorplan | 0.00536 | 141
after global placement | 0.437 | 244
after detailed placement | 0.431 | 244
after CTS | 0.171 | 269
after global routing | 0.177 | 272
final | 0.177 | 272
## power by group through the flow
stage     sequential (mW)  clock [mW]  combinational [mW]
4_1_cts             0.154       0.195              0.0279
6_report            0.154       0.183              0.0292
5_1_grt             0.155       0.213              0.0327
## per-layer routing
layer	global-route usage (%)	wire, um	up-vias
met5	0	0	-
met4	0.880	10	0
met3	1.82	74	2
met2	1.85	165	5
met1	1.27	129	54
li1	-	-	53
Power and IR drop assume default switching activity.
